**/design/flow/config.mk**
```make
export PLATFORM = sky130hd
export DESIGN_NAME = Pc
export DESIGN_NICKNAME = Pc
export VERILOG_FILES = /design/flow/design.v
export SDC_FILE = /design/flow/constraint.sdc
export NUM_CORES = 4
export LEC_CHECK = 1
export CORE_AREA = 10 10 72 72
export DIE_AREA = 0 0 82 82
```
**/design/flow/constraint.sdc**
```tcl
current_design Pc

set clk_period 1.0
set clk_io_pct 0.2

create_clock -name clk0 -period $clk_period [get_ports {clk}]

set non_clock_inputs [all_inputs -no_clocks]
set_input_delay [expr $clk_period * $clk_io_pct] -clock clk0 $non_clock_inputs
set_output_delay [expr $clk_period * $clk_io_pct] -clock clk0 [all_outputs]
```
**/design/flow/design.v**
```verilog
module Pc(
input                 clk,
input                 rst,
input [31:0]      pc,
output reg [31:0] addr
);
always @(posedge clk) begin
    addr <= pc ;
end
endmodule
```
**/design/flow/run.sh**
```bash
#!/bin/bash
# OpenROAD 26Q1-2900-gdf79404cd8, Yosys 0.63+post, stock flow scripts
make -C /OpenROAD-flow-scripts/flow DESIGN_CONFIG=/design/flow/config.mk WORK_HOME=/design/flow/orfs finish
```
==> results.txt <==
The flow run is done. STA classifies the critical path startpoint as a flop. Mean cell area of the mapped netlist landed at 20.0 um2. The registers reported with the highest flop counts are addr x32.

The cell type that accounts for the most area after synthesis is sky130_fd_sc_hd__dfxtp_1. Maximum number of pins on one net before global-route repair landed at 10. Fmax landed at 1.05 GHz. Longest individual stage delay on the worst path landed at 0.31 ns. The commonest cells after synthesis are sky130_fd_sc_hd__dfxtp_1 (32). Number of flops mapped to enable cells by yosys landed at 0. For this sky-water flow run, the detailed-routed wirelength per cell is reported as 12.5 um. The sequential cells in the finished layout cover a total of 652 um2. In this run the core area contains 22 standard-cell rows. Endpoint arrival time on the critical path landed at 0.75 ns. Worst IR drop on VDD landed at 0.000667 V. The worst setup path is of the reg -> out kind.

Per the detailed-route log, wirelength across all metal layers totals 1890 um. The report puts the hold buffer count at CTS at 0. Headroom to the max-slew limit landed at 96.3%.

The final design was reported to hold multi-input combinational gates totalling 0. After synthesis, the largest area contributor takes up 100% of total cell area. On the critical path the largest part of the delay comes from flip-flops. The cell area that synthesis handed to floorplanning was 641 um2.

Floorplan core density landed at 17.4%. Die boundary width landed at 82 um. Layout filler cell count landed at 364. Per STA, the worst path is made up of clkdlybuf4s15_1. Area growth from synthesis to final layout landed at 120%.

More flip-flops sit in one register than any other, and that register is addr. TritonCTS built the clock tree. I/O pin count landed at 66.

The pin closest to its max-slew limit shows a slew of 0.0552 ns. Total number of clock tree sinks landed at 32. The via count of the first global-routing pass came to 532. Before antenna repair, the detailed router went through 2 iterations.

For this run, the leading register cell type out of synthesis is sky130_fd_sc_hd__dfxtp_1. Global-route wire length before repair landed at 2790 um. For this design the static power due to leakage is 0.588 nW. Share of synthesized area occupied by flip-flops and latches landed at 100%. Number of buffers inserted during clock tree synthesis landed at 5. In the post-synthesis netlist, the biggest area contributors are sky130_fd_sc_hd__dfxtp_1 (100%). The count of buffers added on input and output ports is 64. Max-slew violation total from the final report landed at 0. Across every metal layer, demand over resource in global routing totals 5.44%. Power spread over the standard cell area amounts to 1830 mW/mm2. In the final report, the number of hold violations comes to 0. Average vias per placed instance landed at 3.30. Number of warning messages in the yosys log landed at 1.

No sink is reached through more buffers than the 2 on the longest clock path. Sorting the synthesis cell report by count puts at the top sky130_fd_sc_hd__dfxtp_1. The number of antenna violations at the first check in global routing was 0. Die height landed at 82 um. The final report lists the setup-violating endpoint count as 0. The worst path uses 95.4% of the clock period. The die covers 0.00672 mm2. Summing over every cut layer, the via total after detailed routing is 498.

The total overflow left after global routing is 0. The cell sitting at the root of the clock tree is a sky130_fd_sc_hd__clkbuf_8. Looking at the clock tree report, the H-tree level count equals 2. Synthesized instance count landed at 32. STA classifies the critical path endpoint as a primary output. Data required time of the worst path landed at 0.80 ns. Along the critical path, the tally of buffer and inverter instances is 1. Post-route total power landed at 0.00257 W. After its last routability iteration, the placer logged a weighted congestion of 0.792. The count of nets left with antenna violations once routing finished came out at 0. The final antenna diode tally reported by the flow is 0.

According to the dpl log, the detail-placed design has an HPWL of 1640 um. The type recorded for the worst min-delay path is in -> reg. After synthesis, the share of flip-flops with an asynchronous set or reset is 0%. Cell count listed in synth_stat.txt landed at 32. Looking at the critical path, the highest net fanout was 1. The flow ran to the end, and the final reports show no timing, DRC or antenna violations. The DRC violation total left in the routed layout is recorded as 0. Area inside the core boundary landed at 0.00369 mm2. Cells fill 38.2% of the core in the end. Per the synth log, the flip-flop and latch total comes to 32. Final critical path time including I/O delays and setup landed at 0.954 ns. Area taken by multi-input logic gates landed at 0 um2. Number of flip-flops under the largest register name landed at 32. Clock transition time at the flip-flop clock pins of the worst setup and hold paths landed at 0.06 ns.

The layout summary lists the proportion of cells stronger than drive strength 1 as 23.3%. Per the log, the first TritonRoute iteration ended with a DRC count of 4. Among all stages on the critical path, the largest delay is contributed by sky130_fd_sc_hd__dfxtp_2. In this run the tools logged warnings totalling 26. In the synthesis report, Yosys lists the chip area as 641 um2. In this run the maximum-capacitance check reported violations numbering 0. Per the synthesis report, the number of distinct cell types is 1. The number of setup buffers added after CTS is 0.
path summary, 6_finish.rpt:
check | cells past startpoint | to | slack (ns) | startpoint
hold / removal | 1 | addr[22] | 0.36 | pc[22]
setup / recovery | 1 | addr[30] | 0.05 | addr[30]
final cells by class:
class                   count  share of cell area, %
well taps                  48                   4.26
clock buffers               7                   6.84
repair buffers             64                   42.6
flip-flops and latches     32                   46.3
cells by family (layout without fill, tap and decap cells):
kind of cell / count (synthesis) / in the layout / synth area share (%)
flops: 32 / 32 / 100
buf+inv: 0 / 71 / 0
placed cells by master, fill, tap and decap left out, drive strengths merged:
| cell type | count |
|---|---|
| clkdlybuf4s15 | 24 |
| clkdlybuf4s50 | 32 |
| clkbuf | 15 |
| dfxtp | 32 |
per-layer routing:
metal	vias to the layer above	global-route usage [%]	wire, um
li1	236	-	-
met1	212	5.57	632
met2	44	7.99	814
met3	6	5.29	416
met4	0	1.02	29
met5	-	0	0
what timing repair did:
| item | CTS | global route |
|---|---|---|
| setup endpoints to repair | 32 | 11 |
| resized | 66 | 15 |
| pin swaps | 0 | 0 |
power breakdown:
group          leakage, nW  internal (W)  switching, W
clock               0.0503      0.000611      0.000401
combinational        0.268      0.000174     0.0000244
sequential           0.270       0.00135     0.0000158
metrics by stage:
stage / TNS (ns) / instances / hold slack, ns / instance area (um2) / setup WS [ns]
2_1_floorplan: 0 / 32 / 0.228 / 641 / 0.538
3_3_place_gp: 0 / 144 / 0.651 / 1340 / 0.0317
3_5_place_dp: 0 / 144 / 0.652 / 1340 / 0.0262
4_1_cts: 0 / 151 / 0.353 / 1440 / 0.000327
5_1_grt: -0.00538 / 151 / 0.350 / 1410 / -0.00538
6_report: 0 / 151 / 0.361 / 1410 / 0.0460
Power figures rest on the tool's default switching activity, not on a simulated workload.
